**/design/flow/design.v**
```verilog
`timescale 1ns/10ps
module  CONV(
input		              clk,
input		              reset,
output reg	              busy,
input		              ready,
output reg 	      [11:0]  iaddr,
input  signed	  [19:0]  idata,
output reg         	      cwr,
output reg        [11:0]  caddr_wr,
output reg        [19:0]  cdata_wr,
output reg          	  crd,
output reg        [11:0]  caddr_rd,
input	          [19:0]  cdata_rd,
output reg	      [2:0]   csel
);
wire signed [19:0] Kernal [0:8];
wire signed [19:0] Bias;
assign Kernal[0] = 20'h0A89E;       
assign Kernal[1] = 20'h092D5;       
assign Kernal[2] = 20'h06D43;       
assign Kernal[3] = 20'h01004;       
assign Kernal[4] = 20'hF8F71;       
assign Kernal[5] = 20'hF6E54;       
assign Kernal[6] = 20'hFA6D7;       
assign Kernal[7] = 20'hFC834;       
assign Kernal[8] = 20'hFAC19;       
assign Bias      = 20'h01310;       
reg [3:0] cnt;
reg [5:0] pos_x, pos_y;
reg [6:0] pos_x_tmp, pos_y_tmp;
reg [4:0] new_x, new_y;
reg [19:0] cmp;
reg signed [39:0] tmp;
wire overflow;
assign overflow = pos_x_tmp[6] | pos_y_tmp[6];
reg [3:0] cs, ns;
parameter [3:0] IDLE                = 4'h0,
                OVERFLOW_JUDGMENT   = 4'h1,
                READ                = 4'h2,
                CONVOLUTION         = 4'h3,
                RELU                = 4'h4,
                LOAD_0              = 4'h5,
                LOAD_1              = 4'h6,
                LOAD_2              = 4'h7,
                LOAD_3              = 4'h8,
                DELAY               = 4'h9,
                MAX_POOLING         = 4'hA,
                DONE                = 4'hB;
always @(posedge clk or posedge reset)begin
    if(reset)begin
        cs <= IDLE;
    end
    else begin
        cs <= ns;
    end
end
always @(*)begin
    case(cs)
        IDLE:begin
            if(ready)                   ns <= OVERFLOW_JUDGMENT;
            else                        ns <= IDLE;
        end
        OVERFLOW_JUDGMENT:              ns <= READ;
        READ:                           ns <= CONVOLUTION;
        CONVOLUTION:begin
            if(cnt == 4'ha)             ns <= RELU;
            else                        ns <= OVERFLOW_JUDGMENT;
        end
        RELU:begin
            if((&pos_y) && (&pos_x))    ns <= LOAD_0;
            else                        ns <= OVERFLOW_JUDGMENT;
        end
        LOAD_0:                         ns <= LOAD_1;
        LOAD_1:                         ns <= LOAD_2;
        LOAD_2:                         ns <= LOAD_3;
        LOAD_3:                         ns <= DELAY;
        DELAY:                          ns <= MAX_POOLING;
        MAX_POOLING:begin
            if(new_y == 0 && new_x == 0)    ns <= DONE;
            else                        ns <= LOAD_0;
        end
        default:                        ns <= IDLE;
    endcase
end
always @(posedge clk or posedge reset)begin
    if(reset)begin
        cnt <= 4'h0;
    end
    else begin
        case(cs)
            CONVOLUTION:        cnt <= cnt + 4'h1;
            RELU:               cnt <= 4'h0;
        endcase
    end
end
always @(posedge clk or posedge reset)begin
    if(reset)begin
        {pos_y, pos_x} <= 12'h0;
    end
    else begin
        case(cs)
            IDLE:           {pos_y, pos_x} <= 12'h0;
            RELU:           {pos_y, pos_x} <= {pos_y, pos_x} + 12'h1;
        endcase
    end
end
always @(posedge clk or posedge reset)begin
    if(reset)begin
        {new_y, new_x} <= 10'h0;
    end
    else begin
        case(cs)
            IDLE:           {new_y, new_x} <= 10'h0;
            DELAY:          {new_y, new_x} <= {new_y, new_x} + 10'h1;
        endcase
    end
end
always @(posedge clk or posedge reset)begin
    if(reset)begin
        iaddr <= 12'h0;
    end
    else begin
        if(ns == READ)begin
            case(cnt)
                4'h0:  iaddr <= {pos_y - 6'h1, pos_x - 6'h1};
                4'h1:  iaddr <= {pos_y - 6'h1, pos_x       };
                4'h2:  iaddr <= {pos_y - 6'h1, pos_x + 6'h1};
                4'h3:  iaddr <= {pos_y       , pos_x - 6'h1};
                4'h4:  iaddr <= {pos_y       , pos_x       };
                4'h5:  iaddr <= {pos_y       , pos_x + 6'h1};
                4'h6:  iaddr <= {pos_y + 6'h1, pos_x - 6'h1};
                4'h7:  iaddr <= {pos_y + 6'h1, pos_x       };
                4'h8:  iaddr <= {pos_y + 6'h1, pos_x + 6'h1};
            endcase
        end
    end
end
always @(posedge clk or posedge reset)begin
    if(reset)begin
        pos_y_tmp <= 4'h0;
    end
    else begin
        if(cs == OVERFLOW_JUDGMENT)begin
            case(cnt)
                4'h0:       pos_y_tmp <= pos_y - 6'h1;
                4'h1:       pos_y_tmp <= pos_y - 6'h1;
                4'h2:       pos_y_tmp <= pos_y - 6'h1;
                4'h3:       pos_y_tmp <= pos_y       ;
                4'h4:       pos_y_tmp <= pos_y       ;
                4'h5:       pos_y_tmp <= pos_y       ;
                4'h6:       pos_y_tmp <= pos_y + 6'h1;
                4'h7:       pos_y_tmp <= pos_y + 6'h1;
                4'h8:       pos_y_tmp <= pos_y + 6'h1;
                default:    pos_y_tmp <= 4'h0;
            endcase
        end
    end
end
always @(posedge clk or posedge reset)begin
    if(reset)begin
        pos_x_tmp <= 4'h0;
    end
    else begin
        if(cs == OVERFLOW_JUDGMENT)begin
            case(cnt)
                4'h0:  pos_x_tmp <= pos_x - 6'h1;
                4'h1:  pos_x_tmp <= pos_x       ;
                4'h2:  pos_x_tmp <= pos_x + 6'h1;
                4'h3:  pos_x_tmp <= pos_x - 6'h1;
                4'h4:  pos_x_tmp <= pos_x       ;
                4'h5:  pos_x_tmp <= pos_x + 6'h1;
                4'h6:  pos_x_tmp <= pos_x - 6'h1;
                4'h7:  pos_x_tmp <= pos_x       ;
                4'h8:  pos_x_tmp <= pos_x + 6'h1;
                default:    pos_x_tmp <= 4'h0;
            endcase
        end
    end
end
always @(posedge clk or posedge reset)begin
    if(reset)begin
        tmp <= 40'h0;
    end
    else begin
        if(cs == CONVOLUTION)begin
            if(cnt < 4'h9)begin
                if(!overflow)begin
                    tmp <= tmp + (idata * Kernal[cnt]);
                end
                else begin
                    tmp <= tmp;
                end
            end
            else if(cnt == 4'h9)begin
                tmp <= tmp + ({Bias,16'h0});
            end
        end
        else if((cs == RELU)) begin
            tmp <= 0;
        end
    end
end
always @(posedge clk or posedge reset)begin
    if(reset)begin
        csel <= 3'h0;
    end
    else begin
        case(ns)
            RELU:           csel <= 3'h1;
            LOAD_0:         csel <= 3'h1;
            LOAD_1:         csel <= 3'h1;
            LOAD_2:         csel <= 3'h1;
            LOAD_3:         csel <= 3'h1;
            MAX_POOLING:    csel <= 3'h3;
            default:        csel <= 3'h0;
        endcase
    end
end
always @(posedge clk or posedge reset)begin
    if(reset)begin
        cwr <= 1'h0;
    end
    else begin
        case(ns)
            RELU:           cwr <= 1'h1;
            MAX_POOLING:    cwr <= 1'h1;
            default:        cwr <= 1'h0;
        endcase
    end
end
always @(posedge clk or posedge reset)begin
    if(reset)begin
        crd <= 1'h0;
    end
    else begin
        case(ns)
            LOAD_0:         crd <= 1'h1;
            LOAD_1:         crd <= 1'h1;
            LOAD_2:         crd <= 1'h1;
            LOAD_3:         crd <= 1'h1;
            default:        crd <= 1'h0;
        endcase
    end
end
always @(posedge clk or posedge reset)begin
    if(reset)begin
        caddr_rd <= 12'h0;
    end
    else begin
        case(ns)
            LOAD_0:         caddr_rd <= { {new_y, 1'h0},          {new_x, 1'h0}};
            LOAD_1:         caddr_rd <= { {new_y, 1'h0},         ({new_x, 1'h0} + 6'h1)};
            LOAD_2:         caddr_rd <= {({new_y, 1'h0} + 6'h1),  {new_x, 1'h0}};
            LOAD_3:         caddr_rd <= {({new_y, 1'h0} + 6'h1), ({new_x, 1'h0} + 6'h1)};
            default:        caddr_rd <= caddr_rd;
        endcase
    end
end
always @(posedge clk or posedge reset)begin
    if(reset)begin
        caddr_wr <= 12'h0;
    end
    else begin
        case(ns)
            RELU:           caddr_wr <= {pos_y, pos_x};
            MAX_POOLING:    caddr_wr <= {new_y, new_x};
            default:        caddr_wr <= caddr_wr;
        endcase
    end
end
always @(posedge clk or posedge reset)begin
    if(reset)begin
        cdata_wr <= 20'h0;
    end
    else begin
        case(ns)
            RELU:begin
                if(tmp[35])begin
                        cdata_wr <= 20'h0;
                end
                else begin
                        cdata_wr <= tmp[35:16] + tmp[15];
                end
            end
            MAX_POOLING:begin
                cdata_wr <= cmp;
            end
            default:    cdata_wr <= 20'h0;
        endcase
    end
end
always @(posedge clk or posedge reset)begin
    if(reset)begin
        cmp <= 20'h0;
    end
    else begin
        case(cs)
            LOAD_0:         cmp <= cdata_rd;
            LOAD_1, LOAD_2, LOAD_3:         cmp <= (cmp > cdata_rd) ? cmp : cdata_rd;
        endcase
    end
end
always @(posedge clk or posedge reset)begin
    if(reset)begin
        busy <= 1'h0;
    end
    else begin
        case(ns)
            OVERFLOW_JUDGMENT:  busy <= 1'h1;
            DONE:               busy <= 1'h0;
        endcase
    end
end
endmodule
```
**/design/flow/run.sh**
```bash
#!/bin/bash
# OpenROAD 26Q1-2900-gdf79404cd8, Yosys 0.63+post, stock flow scripts
make -C /OpenROAD-flow-scripts/flow DESIGN_CONFIG=/design/flow/config.mk WORK_HOME=/design/flow/orfs finish
```
**/design/flow/config.mk**
```make
export PLATFORM = sky130hd
export DESIGN_NAME = CONV
export DESIGN_NICKNAME = CONV
export VERILOG_FILES = /design/flow/design.v
export SDC_FILE = /design/flow/constraint.sdc
export NUM_CORES = 4
export LEC_CHECK = 1
export CORE_UTILIZATION = 40
```
**/design/flow/constraint.sdc**
```tcl
current_design CONV

set clk_period 19.7
set clk_io_pct 0.2

create_clock -name clk0 -period $clk_period [get_ports {clk}]

set non_clock_inputs [all_inputs -no_clocks]
set_input_delay [expr $clk_period * $clk_io_pct] -clock clk0 $non_clock_inputs
set_output_delay [expr $clk_period * $clk_io_pct] -clock clk0 [all_outputs]
```
==> results.yml <==
# physical design summary
status:
  run_status: "complete, no violations"
yosys:
  ys_sh_mux: 0.0170
  ys_warn_count: 1
  async_flop_share: 1.00
  ys.flops: 157
  netlist.area_leader.share: 0.346
  xor_share: 0.0281
  yosysCellCount: 2708
  yosysTopAreaCell: "fa_1"
  syn_inst: 2708
  yosys_area_mm2: 0.0243
  simple_gate_share: 0.139
  synthTopCellsByArea: "fa_1 (35%), dfrtp_1 (16%), inv_1 (10%)"
  ys_top_logic_family: "adder cells"
  ys_seq_share: 0.162
  adder_share: 0.431
  syn_area_mm2: 0.0243
  yosysUniqueCellTypes: 82
  synth-edff-count: 0
  ff_type: "dfrtp_1"
  synth.avg_cell_area_um2: 8.97
  aoi_share: 0.0980
worst_setup_path:
  worstSetupStartpoint: "idata[19]"
  worstPathMaxFanout: 17
  startpoint_type: "input pin"
  arrival_ns: 11.98
  end_kind: "flip-flop"
  worst-setup-path-type: "input pin to flip-flop"
  worstReg2RegStart: "cnt[0]$_DFFE_PP0N_"
  crit_required_ns: 20.00
route:
  drtPass1Iterations: 5
  antenna_cells: 0
  drt-initial-drc-count: 844
  finalWirelength_mm: 60.6
  viasPerCell: 5.09
  dr_total_vias: 18000
  wire_per_inst_um: 17.1
  drc: 0
  antenna_left: 0
grt:
  grt_max_degree: 60
  grt_usage: 0.221
  grt_pass1_vias: 19100
  grt-busiest-layer: "met2"
  grt_pass1_wl_mm: 101
  antenna_found_initial: 0
  grt_use_met2: 0.355
  use_met3: 0.0647
  grt_overflow: 0
  grt_use_met1: 0.318
place:
  gp_congestion: 0.942
  numPortBuffers: 103
  dp_hpwl_mm: 47.6
  post_dp_cell_area_mm2: 0.0262
  dp_slack_ns: 7.61
clocking:
  clk-insertion-delay-late_ns: 0.43
  cts_buffers: 17
  cts_root_buf: "clkbuf_16"
  cts_tree: "yes"
  htreeDepth: 4
  cts_sinks: 157
  cts_setup_buffers: 0
  cts_max_path_buffers: 2
  postCtsResizedCells: 0
  clk_pin_slew_ns: 0.06
  holdBufCountCts: 0
floorplan:
  io_pins: 105
  fp_util: 0.408
  fp.dieH_um: 248
  num_rows: 89
  die_w_um: 248
  core_mm2: 0.0595
  die_area_mm2: 0.0617
timing:
  drv_slew: 0
  hold_violations: 0
  fin_setup_tns_ns: 0
  setup_violations: 0
  worstMarginPinSlew_ns: 0.860
  finClkSkew_ns: 0.0129
  min_period_ns: 11.67
  fin_crit_sh: 0.593
  rsz0062_at_grt: "no"
  hold_slack_ns: 0.408
  clock.fmax_mhz: 85.7
  setup_ws_ns: 8.03
  relSlewSlack: 0.425
final_layout:
  final_layout_top_logic_cell: "inv_1"
  comb_area_mm2: 0.0174
  lay_top_cells: "inv_1 (662), fa_1 (420), nand2_1 (277)"
  drive_gt1_frac: 0.0491
  fin_util: 0.450
  area_growth_pct: 10.2
  nFillCells: 5598
  regArea_mm2: 0.00393
  stdcell_area_mm2: 0.0268
worst_hold_path:
  holdCritStartpoint: "cs[3]$_DFF_PP0_"
  hp-class: "flip-flop to flip-flop"
job:
  warnings: 34
  max-cap-violations: 0
[flip-flops by register name, summed over array words and instances, names as in the netlist, 4 cells and up]
signal    cells
caddr_wr     12
cdata_wr     20
caddr_rd     12
iaddr        12
pos_y         6
pos_x         6
new_y         5
tmp          36
cnt           4
cmp          20
new_x         5
cs           12
[area by class of cell]
cell class                      instances  area share
Multi-Input combinational cell       1763       0.648
Timing Repair Buffer                  151      0.0520
Inverter                              667      0.0937
Tap cell                              773      0.0361
Clock buffer                           19      0.0169
Clock inverter                         13     0.00603
Sequential cell                       157       0.147
[critical path, stage by stage]
cell	delay (ns)
clkdlybuf4s50_1	0.87
nand2_1	0.68
inv_1	0.43
fa_1	0.50
fa_1	0.55
inv_1	0.05
fa_1	0.47
inv_1	0.05
fa_1	0.52
fa_1	0.44
fa_1	0.54
inv_1	0.05
fa_1	0.53
inv_1	0.04
ha_1	0.35
and4_1	0.26
and3_1	0.17
o211ai_1	0.09
o211ai_1	0.21
o221ai_1	0.29
o31ai_2	0.52
a311oi_2	0.18
xnor2_1	0.17
o21ai_1	0.07
[per-stage QoR]
step,instances
floorplan,2708
global placement,3511
detailed placement,3511
CTS,3543
global route,3543
finish,3543
[cell usage after synthesis (all sizes together) (9+ instances only)]
library cell,instances
o221ai,12
xor2,25
nand2b,17
fa,420
and2,125
nand2,278
a22o,22
clkbuf,97
nor4,11
o21a,11
buf,24
nand3,29
a31oi,12
a21o,37
xnor2,53
o22ai,9
a21oi,75
ha,165
dfrtp,156
and3,15
o31ai,10
o21ai,123
nor2b,49
inv,663
nor3,26
nand4,16
nor2,102
mux2,32
[final timing paths]
path	slack, ns	to	depth (start not counted)
setup / recovery	8.03	tmp[35]$_DFFE_PP0P_	24
hold / removal	0.41	cs[9]$_DFF_PP0_	0
setup reg to reg	10.21	tmp[35]$_DFFE_PP0P_	34
hold reg to reg	0.41	cs[9]$_DFF_PP0_	0
max in group asynchronous	13.99	tmp[12]$_DFFE_PP0P_	4
min in group asynchronous	3.92	cdata_wr[11]$_DFF_PP0_	2
[per-layer routing]
metal | wire, um | share of wire
met1 | 25300 | 0.42
met2 | 30100 | 0.50
met3 | 4320 | 0.071
met4 | 958 | 0.016
met5 | 0 | 0
[cells by family after synthesis]
family,count (synthesis)
and+or+nand+nor,692
adders and majority gates,585
DFF,157
AOI/OAI and AO/OA,371
buffers and inverters,788
xor gates and xnor gates,78
muxes,36
other,1
